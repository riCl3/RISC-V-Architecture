===== flow/design.v =====
module PC_Module(PC_NEXT, PC, rst, clk);
input [31:0] PC_NEXT;
input clk,rst;
output reg[31:0] PC;
always @(posedge clk)
begin
  if(rst == 1'b0)
  begin
    PC <= 32'h00000000;
  end
  else
  begin
    PC <= PC_NEXT;
  end
end
endmodule
module Instruction_Memory(A, RD, rst);
    input[31:0] A;
    input rst;
    output[31:0] RD;
    reg[31:0] Mem [1023:0];
    assign RD = (rst == 1'b0) ? 32'h00000000 : Mem[A[31:2]];
endmodule
module Register_File(A1,A2,A3,RD1,RD2,WD3,WE3,clk,rst);
    input[4:0] A1,A2,A3;
    input[31:0] WD3;
    input clk,rst,WE3;
    output[31:0] RD1,RD2;
    reg[31:0] Register [31:0];
    always@(posedge clk)
     begin
       if(WE3)
            Register[A3] <= WD3;
     end 
     assign RD1 = (~rst) ? 32'd0 : Register[A1];
     assign RD2 = (~rst) ? 32'd0 : Register[A2];
     initial begin
        Register[5] = 32'h00000005;
        Register[6] = 32'h00000004;
    end
endmodule
module Sign_Extend (In,Imm_Ext,ImmSrc);
    input [31:0]In;
    input ImmSrc;
    output [31:0]Imm_Ext;
    assign Imm_Ext = (ImmSrc == 1'b1) ? ({{20{In[31]}},In[31:25],In[11:7]}):
                                        {{20{In[31]}},In[31:20]};
endmodule
module ALU(A,B,ALUControl,Result,Zero,Negative,OverFlow,Carry);
    input[31:0] A,B;
    input[2:0] ALUControl;
    output[31:0] Result;
    output Zero,Negative,OverFlow,Carry;
    wire[31:0] a_and_b;
    wire[31:0] a_or_b;
    wire[31:0] not_b;
    wire[31:0] mux_1;
    wire[31:0] mux_2;
    wire[31:0] sum;
    wire[31:0] slt;  
    wire cout;
    assign a_and_b = A & B;
    assign a_or_b = A | B;
    assign not_b = ~B;
    assign mux_1 = (ALUControl[0] == 1'b0) ? B : not_b;
    assign {cout,sum} = A + mux_1 + ALUControl[0];  
    assign mux_2 = (ALUControl[2:0] == 3'b000) ? sum : 
                   (ALUControl[2:0] == 3'b001) ? sum : 
                   (ALUControl[2:0] == 3'b010) ? a_and_b :
                   (ALUControl[2:0] == 3'b011) ? a_or_b :
                   (ALUControl[2:0] == 3'b101) ? slt : 32'h00000000;
    assign Result = mux_2;
    assign slt = {31'b0, sum[31]};
    assign Zero = &(~Result);
    assign Negative = Result[31];
    assign Carry = cout & (~ALUControl[1]);
    assign OverFlowerFlow = (A[31] ^ sum[31]) & (~ALUControl[1]) & (~(A[31] ^ B[31] ^ ALUControl[0]));
endmodule
module ALU_Decoder(ALUOp, op5, funct3, funct7, ALUControl);
    input op5, funct7;
    input [2:0] funct3;
    input [1:0] ALUOp;
    output [3:0] ALUControl;
    wire[1:0] concatenation;
    assign concatenation = {op5 , funct7};
    assign ALUControl = (ALUOp == 2'b00) ? 3'b000 :
                        (ALUOp == 2'b01) ? 3'b001 :
                        ((ALUOp == 2'b10) & (funct3 == 3'b010)) ? 3'b101 :
                        ((ALUOp == 2'b10) & (funct3 == 3'b110)) ? 3'b011 :
                        ((ALUOp == 2'b10) & (funct3 == 3'b111)) ? 3'b010 :
                        ((ALUOp == 2'b10) & (funct3 == 3'b000) & (concatenation != 2'b11)) ? 3'b000 : 3'b000;
endmodule
module Main_Decoder(op, zero, RegWrite, MemWrite, ResultSrc, ALUSrc, ImmSrc, ALUOp, PCSrc);
    input zero;
    input[6:0] op;
    output RegWrite, MemWrite, ResultSrc, ALUSrc, PCSrc;
    output[1:0] ImmSrc, ALUOp;
    wire branch;
    assign RegWrite = ((op == 7'b0000011) | (op == 7'b0110011)) ? 1'b1 : 1'b0;
    assign MemWrite = (op == 7'b0100011) ? 1'b1 : 1'b0;
    assign ResultSrc = (op == 7'b0000011) ? 1'b1 : 1'b0;
    assign ALUSrc = ((op == 7'b0000011) | (op == 7'b0100011)) ? 1'b1 : 1'b0;
    assign branch = (op == 7'b1100011) ? 1'b1 : 1'b0;
    assign ImmSrc = (op == 7'b0100011) ? 2'b01 :
                    (op == 7'b1100011) ? 2'b10 : 2'b00;
    assign ALUOp = (op == 7'b0110011) ? 2'b10 :
                   (op == 7'b1100011) ? 2'b01 : 2'b00;
    assign PCSrc = zero & branch;
endmodule
module Control_Unit_Top(Op,RegWrite,ImmSrc,ALUSrc,MemWrite,ResultSrc,Branch,funct3,funct7,ALUControl);
    input [6:0]Op,funct7;
    input [2:0]funct3;
    output RegWrite,ALUSrc,MemWrite,ResultSrc,Branch;
    output [1:0]ImmSrc;
    output [2:0]ALUControl;
    wire [1:0]ALUOp;
    Main_Decoder Main_Decoder(
                .Op(Op),
                .RegWrite(RegWrite),
                .ImmSrc(ImmSrc),
                .MemWrite(MemWrite),
                .ResultSrc(ResultSrc),
                .Branch(Branch),
                .ALUSrc(ALUSrc),
                .ALUOp(ALUOp)
    );
    ALU_Decoder ALU_Decoder(
                            .ALUOp(ALUOp),
                            .funct3(funct3),
                            .funct7(funct7),
                            .op(Op),
                            .ALUControl(ALUControl)
    );
endmodule
module Data_Memory(clk,rst,A,WD,RD,WE);
    input rst,clk,WE;
    input[31:0] A,WD;
    output [31:0] RD;
    reg[31:0] mem [1023:0];
    always@(posedge clk)
    begin
      if(WE)
      mem[A] <= WD;
    end
        assign RD = (~rst) ? 32'b0 : mem[A];
    initial begin
        mem[28] = 32'h00000020;
    end
endmodule
module PC_Adder (a,b,c);
    input [31:0]a,b;
    output [31:0]c;
    assign c = a + b;
endmodule
module Mux (a,b,s,c);
    input [31:0]a,b;
    input s;
    output [31:0]c;
    assign c = (~s) ? a : b ;
endmodule
module Single_Cycle_Top(clk,rst);
    input clk,rst;
    wire [31:0] PC_Top,RD_Instr,RD1_Top,Imm_Ext_Top,ALUResult,ReadData,PCPlus4,RD2_Top,SrcB,Result;
    wire RegWrite,MemWrite,ALUSrc,ResultSrc;
    wire [1:0]ImmSrc;
    wire [2:0]ALUControl_Top;
    PC_Module PC(
        .clk(clk),
        .rst(rst),
        .PC(PC_Top),
        .PC_NEXT(PCPlus4)
    );
    Instruction_Memory Instruction_Memory(
                            .rst(rst),
                            .A(PC_Top),
                            .RD(RD_Instr)
    );
    Register_File Register_File(
                            .clk(clk),
                            .rst(rst),
                            .WE3(RegWrite),
                            .WD3(Result),
                            .A1(RD_Instr[19:15]),
                            .A2(RD_Instr[24:20]),
                            .A3(RD_Instr[11:7]),
                            .RD1(RD1_Top),
                            .RD2(RD2_Top)
    );
    Sign_Extend Sign_Extend(
                        .In(RD_Instr),
                        .ImmSrc(ImmSrc[0]),
                        .Imm_Ext(Imm_Ext_Top)
    );
    Mux Mux_Register_to_ALU(
                            .a(RD2_Top),
                            .b(Imm_Ext_Top),
                            .s(ALUSrc),
                            .c(SrcB)
    );
    ALU ALU(
            .A(RD1_Top),
            .B(SrcB),
            .Result(ALUResult),
            .ALUControl(ALUControl_Top),
            .OverFlow(),
            .Carry(),
            .Zero(),
            .Negative()
    );
    Control_Unit_Top Control_Unit_Top(
                            .Op(RD_Instr[6:0]),
                            .RegWrite(RegWrite),
                            .ImmSrc(ImmSrc),
                            .ALUSrc(ALUSrc),
                            .MemWrite(MemWrite),
                            .ResultSrc(ResultSrc),
                            .Branch(),
                            .funct3(RD_Instr[14:12]),
                            .funct7(RD_Instr[6:0]),
                            .ALUControl(ALUControl_Top)
    );
     Data_Memory Data_Memory(
                        .clk(clk),
                        .rst(rst),
                        .WE(MemWrite),
                        .WD(RD2_Top),
                        .A(ALUResult),
                        .RD(ReadData)
    );
    Mux Mux_DataMemory_to_Register(
                            .a(ALUResult),
                            .b(ReadData),
                            .s(ResultSrc),
                            .c(Result)
    );
endmodule

===== flow/run.sh =====
#!/bin/bash
# OpenROAD 26Q1-2900-gdf79404cd8, Yosys 0.63+post, stock flow scripts
make -C /OpenROAD-flow-scripts/flow DESIGN_CONFIG=/design/flow/config.mk WORK_HOME=/design/flow/orfs finish

===== flow/config.mk =====
export PLATFORM = sky130hd
export DESIGN_NAME = PC_Adder
export DESIGN_NICKNAME = PC_Adder
export VERILOG_FILES = /design/flow/design.v
export SDC_FILE = /design/flow/constraint.sdc
export NUM_CORES = 4
export LEC_CHECK = 1
export CORE_AREA = 10 10 86 86
export DIE_AREA = 0 0 96 96

===== flow/constraint.sdc =====
current_design PC_Adder

set clk_period 18.8
set clk_io_pct 0.2

create_clock -name clk0 -period $clk_period

set non_clock_inputs [all_inputs -no_clocks]
set_input_delay [expr $clk_period * $clk_io_pct] -clock clk0 $non_clock_inputs
set_output_delay [expr $clk_period * $clk_io_pct] -clock clk0 [all_outputs]

==> changes_impl.md <==
### Implementation results

* # Cells Yosys at between 200 and 250
* Die Span Y at roughly 96 µm
* Tightest Hold Check Type: in -> out
* Most frequent logic cells in the routed design: 96 x clkdlybuf4s50_1, 31 x ha_1, 29 x a21oi_1, 19 x a21o_1, 18 x nand2_1
* DRT Wirelength at between 5 and 6 mm
* Peak supply drop at 0.0000172 V
* DR vias/cell at 5.13
* Synth-to-layout area growth at 57.7%
* Core Area at 5540 µm²
* Critical path launch point type: primary input
* Mean post-synth cell area at ~7.2 µm²
* Element type at the critical path end: primary output
* Total Neg Setup Slack at 0 ns
* GRT Util Overall at between 10% and 20%
* Vias in the first global route at 2049
* Fp_density at 31.5%
* Max Clock Freq at 95.9 MHz
* ANT nets after route at 0
* Drt initial violations at roughly 67
* Initial antenna violation count at 0
* Crit path kind: in -> out
* HPWL after detailed placement at 5.10 mm
* Via Count at 2041
* Flops at 0
* Die width at 96 µm
* Tool warnings at 32
* Crit-path most repeated cell: clkdlybuf4s50_1
* PnR worst setup slack at 8.38 ns
* Synthesized area at 1740 µm²
* Status: complete, no violations
* CP max stage cell: clkdlybuf4s50_1
* P per Cell Area at 37.2 nW/µm²
* First-pass GRT wire length at 9.45 mm
* Die area at 9220 µm²
* Highest-count logic cell in the final layout: clkdlybuf4s50_1
* GPL Wtd Cong at roughly 0.9
* Syn Inst Count at 241
* CP peak stage delay at 0.49 ns
* Fin. max-slew vios at 0
* Crit path max fanout at 4
* CTS Hold Buffers Added at 0
* Port bufs at 96
* Residual DRC at 0
* Crit path time final at between 10 and 15 ns
* Maximum capacitance violations at 0
* Final tally of setup violations at 0
* Crit-path cells: clkdlybuf4s50_1, ha_1, fa_1, a21o_1, a31o_2, nand3_1, o221ai_1, a311oi_1, o21bai_1, xor2_1, clkdlybuf4s50_1
* Yosys chip area at 1740 µm²
* Actual slew at the worst max-slew pin at 0.590 ns
* Pre-CTS WS at approximately 8.4 ns
* Total grt overflow at 0
* # clk buffers at 0
* Leak at 1.18 nW
* Fraction of layout cells with a size suffix above 1 at 3.07%
* Distinct lib cells used at 50
* DR pass1 iterations at 4
* Hold Fails Final Rpt at 0
* Tcrit/Tclk final at 55.4%
* Worst path required time at 15.04 ns
* Largest net degree at the start of global routing at 11
* Rows at 27
* # Post-CTS Setup Buffers at 0
* Post-CTS resize count at 0
* Unrepaired setup endpoints after global routing: false
* FF+latch area at 0 µm²
* Slew HR at 59.7%
* Avg WL per Cell at around 14 µm
* FILL cells at 547
* Gate Area at 1680 µm²
* YS warnings at 0
* Diode count at 0
* Seq share, synth at 0%
* Worst EP arrival at about 6.7 ns
* I/O pin count at 96
* Final hold slack at 8.56 ns
logic make-up after synthesis:
family                   synth area share, %
AND-OR/OR-AND                           39.3
XOR/XNOR                                14.1
adder cells (fa/ha/maj)                 23.4
buffers and inverters                   3.80
multiplexers                            1.15
AND/OR/NAND/NOR                         18.3
path summary, 6_finish.rpt:
check | startpoint | endpoint | slack, ns | cells after the start
setup / recovery | a[0] | c[26] | 8.38 | 11
hold / removal | b[0] | c[0] | 8.56 | 3
layout make-up:
cell class / instances / share of cell area (%)
Timing Repair Buffer: 96 / 34.9
Multi-Input combinational cell: 224 / 61.0
Inverter: 6 / 0.819
Tap cell: 72 / 3.27
critical path: cells and delay by family:
family / cells / cell delay (ns)
AND-OR/OR-AND: 5 / 1.15
XOR/XNOR: 1 / 0.13
adder cells (fa/ha/maj): 2 / 0.64
buffers and inverters: 2 / 0.89
AND/OR/NAND/NOR: 1 / 0.09
synth_stat cells (3+ instances only):
library cell | count | area share, %
clkbuf_1 | 8 | 1.7
a21oi_1 | 29 | 8.3
a211oi_1 | 3 | 1.3
nor2_1 | 12 | 2.6
o21ai_0 | 13 | 3.7
xor2_1 | 15 | 7.5
or2_2 | 3 | 1.1
xnor2_1 | 13 | 6.5
nand3_1 | 10 | 2.9
nand4_1 | 8 | 2.9
inv_1 | 6 | 1.3
nand2_1 | 18 | 3.9
nor3_1 | 4 | 1.1
a21o_1 | 19 | 8.2
a31oi_1 | 3 | 1.1
o21bai_1 | 4 | 1.7
o211ai_1 | 3 | 1.3
ha_1 | 31 | 22
routing by layer:
layer / routed length [µm] / GRT usage (%)
met5: 0 / 0
met4: 0 / 0.123
met3: 454 / 2.91
met2: 2520 / 19.8
met1: 2760 / 16.6
per-stage QoR:
stage / instances / utilization [%] / instance area (µm²) / power [mW]
detailed placement: 398 / 49.7 / 2750 / 0.103
CTS: 398 / 49.7 / 2750 / 0.104
global placement: 398 / 49.7 / 2750 / 0.104
floorplan: 241 / - / 1740 / 0.0494
finish: 398 / 49.7 / 2750 / 0.102
global route: 398 / 49.7 / 2750 / 0.115
power breakdown:
part / internal, mW / switching (mW) / total [mW]
registers: 0 / 0 / 0
clock network: 0 / 0 / 0
logic: 0.0619 / 0.0404 / 0.102
total: 0.0619 / 0.0404 / 0.102
Power is estimated from default activity; no workload was simulated.
